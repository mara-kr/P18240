$ cat /design/flow/config.mk
export PLATFORM = sky130hd
export DESIGN_NAME = alu
export DESIGN_NICKNAME = alu
export VERILOG_FILES = /design/flow/design.v
export SDC_FILE = /design/flow/constraint.sdc
export NUM_CORES = 4
export LEC_CHECK = 1
export CORE_UTILIZATION = 40
$ cat /design/flow/run.sh
#!/bin/bash
# OpenROAD 26Q1-2900-gdf79404cd8, Yosys 0.63+post, stock flow scripts
make -C /OpenROAD-flow-scripts/flow DESIGN_CONFIG=/design/flow/config.mk WORK_HOME=/design/flow/orfs finish
$ cat /design/flow/constraint.sdc
current_design alu

set clk_period 10.4
set clk_io_pct 0.2

create_clock -name clk0 -period $clk_period

set non_clock_inputs [all_inputs -no_clocks]
set_input_delay [expr $clk_period * $clk_io_pct] -clock clk0 $non_clock_inputs
set_output_delay [expr $clk_period * $clk_io_pct] -clock clk0 [all_outputs]
$ cat /design/flow/design.v
typedef enum logic[3:0]{  
   F_A           = 4'b0000,
   F_A_PLUS_1    = 4'b0001,
   F_A_PLUS_B    = 4'b0010,
   F_A_PLUS_B_1  = 4'b0011,
   F_A_MINUS_B_1 = 4'b0100,
   F_A_MINUS_B   = 4'b0101,
   F_A_MINUS_1   = 4'b0110,
   F_B           = 4'b0111,
   F_A_NOT       = 4'b1000,
   F_A_AND_B     = 4'b1001,
   F_A_OR_B      = 4'b1010,
   F_A_XOR_B     = 4'b1011,
   F_A_SHL       = 4'b1100,
   F_A_ROL       = 4'b1101,
   F_A_LSHR      = 4'b1110,
   F_A_ASHR      = 4'b1111,
   F_UNDEF       = 4'bxxxx
   } alu_op_t;  
typedef enum logic [1:0]{  
   MUX_REG       = 2'b00,
   MUX_SP        = 2'b01,
   MUX_PC        = 2'b10,
   MUX_MDR       = 2'b11,
   MUX_UNDEF     = 2'bxx
} alu_mux_t;  
typedef enum logic [2:0]{  
   DEST_REG      = 3'b000,
   DEST_SP       = 3'b001,
   DEST_PC       = 3'b010,
   DEST_MDR      = 3'b011,
   DEST_MAR      = 3'b100,
   DEST_IR       = 3'b101,
   DEST_NONE     = 3'b111,
   DEST_UNDEF    = 3'bxxx
} dest_sel_t;  
typedef enum logic{  
   MEM_RD        = 1'b0,
   NO_RD         = 1'b1
} rd_cond_code_t;  
typedef enum logic{  
   MEM_WR        = 1'b0,
   NO_WR         = 1'b1
} wr_cond_code_t;  
typedef enum logic{  
   LOAD_CC       = 1'b0,
   NO_LOAD       = 1'b1
} cond_code_t;  
typedef enum logic [9:0] {
   FETCH  = 10'b00_0000_0000,
   FETCH1 = 10'b00_0000_0001,
   FETCH2 = 10'b00_0000_0010,
   DECODE = 10'b00_0000_0100,
   STOP   = 10'b00_1100_0000,
   STOP1  = 10'b00_1100_0001,
   MOV    = 10'b00_1110_1000,
   LDA    = 10'b00_0001_0000,
   LDA1   = 10'b00_0001_0001,
   LDA2   = 10'b00_0001_0010,
   LDA3   = 10'b00_0001_0011,
   LDA4   = 10'b00_0001_0100,
   LDR    = 10'b00_0010_0000,
   LDR1   = 10'b00_0010_0001,
   LDR2   = 10'b00_0010_0010,
   LDI    = 10'b00_0011_0000,
   LDI1   = 10'b00_0011_0001,
   LDI2   = 10'b00_0011_0010,
   STA    = 10'b00_0001_1000,
   STA1   = 10'b00_0001_1001,
   STA2   = 10'b00_0001_1010,
   STA3   = 10'b00_0001_1011,
   STA4   = 10'b00_0001_1100,
   STR    = 10'b00_0010_1000,
   STR1   = 10'b00_0010_1001,
   STR2   = 10'b00_0010_1010,
   BRA    = 10'b00_1010_0000,
   BRA1   = 10'b00_1010_0001,
   BRA2   = 10'b00_1010_0010,
   BRN    = 10'b00_1011_0000,
   BRN1   = 10'b00_1011_0001,
   BRN2   = 10'b00_1011_0010,
   BRN3   = 10'b00_1011_0011,
   BRZ    = 10'b00_1010_1000,
   BRZ1   = 10'b00_1010_1001,
   BRZ2   = 10'b00_1010_1010,
   BRZ3   = 10'b00_1010_1011,
   BRC    = 10'b01_0010_0000,
   BRC1   = 10'b01_0010_0001,
   BRC2   = 10'b01_0010_0010,
   BRC3   = 10'b01_0010_0011,
   BRV    = 10'b00_1011_1000,
   BRV1   = 10'b00_1011_1001,
   BRV2   = 10'b00_1011_1010,
   BRV3   = 10'b00_1011_1011,
   ADD    = 10'b00_0011_1000,
   SUB    = 10'b00_0100_0000,
   INCR   = 10'b00_0101_0000,
   DECR   = 10'b00_0101_1000,
   NEG    = 10'b00_0100_1000,
   NEG1   = 10'b00_0100_1001,
   AND    = 10'b00_0110_1000,
   NOT    = 10'b00_0110_0000,
   OR     = 10'b00_0111_0000,
   XOR    = 10'b00_0111_1000,
   CMI    = 10'b01_0001_0000,
   CMI1   = 10'b01_0001_0001,
   CMI2   = 10'b01_0001_0010,
   CMR    = 10'b01_0001_1000,
   ASHR   = 10'b00_1001_1000,
   LSHL   = 10'b00_1000_0000,
   LSHR   = 10'b00_1001_0000,
   ROL    = 10'b00_1000_1000,
   JSR    = 10'b00_1101_1000,
   JSR1   = 10'b00_1101_1001,
   JSR2   = 10'b00_1101_1010,
   JSR3   = 10'b00_1101_1011,
   JSR4   = 10'b00_1101_1100,
   JSR5   = 10'b00_1101_1101,
   LDSF   = 10'b01_0000_0000,
   LDSF1  = 10'b01_0000_0001,
   LDSF2  = 10'b01_0000_0010,
   LDSF3  = 10'b01_0000_0011,
   LDSF4  = 10'b01_0000_0100,
   LDSP   = 10'b00_1111_0000,
   POP    = 10'b00_1101_0000,
   POP1   = 10'b00_1101_0001,
   POP2   = 10'b00_1101_0010,
   PUSH   = 10'b00_1100_1000,
   PUSH1  = 10'b00_1100_1001,
   PUSH2  = 10'b00_1100_1010,
   RTN    = 10'b00_1110_0000,
   RTN1   = 10'b00_1110_0001,
   RTN2   = 10'b00_1110_0010,
   STSF   = 10'b01_0000_1000,
   STSF1  = 10'b01_0000_1001,
   STSF2  = 10'b01_0000_1010,
   STSF3  = 10'b01_0000_1011,
   STSF4  = 10'b01_0000_1100,
   STSP   = 10'b00_1111_1000,
   ADDSP  = 10'b00_0011_1100,
   ADDSP1 = 10'b00_0011_1101,
   ADDSP2 = 10'b00_0011_1110,
   UNDEF  = 10'bxx_xxxx_xxxx
} opcode_t;
typedef struct packed 
{
   alu_op_t alu_op;
   alu_mux_t srcA;
   alu_mux_t srcB;
   dest_sel_t dest;
   cond_code_t lcc_L;
   rd_cond_code_t re_L;
   wr_cond_code_t we_L;
} controlPts;
module alu (
   output logic [15:0] out,
   output logic [3:0]  condCodes,
   input [15:0]      inA,
   input [15:0]      inB,
   input  alu_op_t      opcode);
   logic Z, C, N, V;
   always_comb begin
      Z = 0;
      C = 0;
      N = 0;
      V = 0;
      case (opcode)
         F_A : begin
            out = inA;                                 
         end
         F_A_PLUS_1 : begin
            {C, out} = inA + 1;                        
            V = (inA[15] & ~out[15]);
         end
         F_A_PLUS_B : begin
            {C, out} = inA + inB;                      
            V = (inA[15] & inB[15] & ~out[15]) | (~inA[15] & ~inB[15] & out[15]);
         end
         F_A_PLUS_B_1 : begin
            {C, out} = inA + inB + 1;                  
            V = (inA[15] & inB[15] & ~out[15]) | (~inA[15] & ~inB[15] & out[15]);
         end
         F_A_MINUS_B_1 : begin
            out = inA - inB - 1;                       
            C = ((inB + 1) >= inA);
            V = (inA[15] & ~inB[15] & ~out[15]) | (~inA[15] & inB[15] & out[15]);
         end
         F_A_MINUS_B : begin
            out = inA - inB;                           
            C = (inB >= inA);
            V = (inA[15] & ~inB[15] & ~out[15]) | (~inA[15] & inB[15] & out[15]);
         end
         F_A_MINUS_1 : begin
            {C, out} = inA - 1;                        
            V =  (~inA[15] & out[15]);
         end
         F_B : begin
            out = inB;                                 
         end
         F_A_NOT : begin
            out = ~inA;                                
         end
         F_A_AND_B : begin
            out = inA & inB;                           
         end
         F_A_OR_B : begin
            out = inA | inB;                           
         end
         F_A_XOR_B : begin
            out = inA ^ inB;                           
         end
         F_A_SHL : begin
            {C, out} = {inA[15:0], 1'b0};              
         end
         F_A_ROL : begin
            {C, out} = {inA[15:0], inA[15]};           
         end
         F_A_LSHR : begin
            {C, out} = {inA[0], 1'b0, inA[15:1]};     
         end
         F_A_ASHR : begin
            {C, out} = {inA[0], inA[15], inA[15:1]};  
         end
         default: out = inA;      	
      endcase
      N = out[15];
      Z = (out == 16'h0000)?1:0;
      condCodes = {Z, C, N, V};
   end
endmodule
==> impl_metrics.tcl <==
# yosys + openroad results
set metrics [dict create \
    status "finished clean" \
    p_int_uw 138 \
    slowest_delay_ns 0.84 \
    crit_required_ns 8.32 \
    wl_per_cell_um 26.9 \
    grt_usage_pct 38.5 \
    synth_seq_share_pct 0 \
    grt_pass1_vias 7322 \
    fin_setup_tns_ns 0 \
    finalHoldViolations 0 \
    vias 7991 \
    grt.overflow.total 0 \
    slew_headroom_pct 46.9 \
    cts_setup_buffers 0 \
    timing.critical_path.mode_cell "clkdlybuf4s50_1" \
    max_cap_violations 0 \
    die_width_um 128 \
    globalplace.congestion 1.07 \
    core_area_um2 15400 \
    dieArea_um2 16400 \
    slowest_stage "clkdlybuf4s50_1" \
    power_switching_uw 231 \
    die_h_um 128 \
    wl_um 31100 \
    fin_crit_ns 9.53 \
    path_class "in -> out" \
    grt_first_pass_wirelength_um 46000 \
    dp_hpwl_um 24400 \
    syn_area_um2 6370 \
    lay_top_cells "nand2_1 (81), ha_1 (79), a21oi_1 (78), nor2_1 (64)" \
    rsz0062_at_grt "no" \
    path_delay_family "buffers and inverters" \
    flop-count 0 \
    regArea_um2 0 \
    hold_buffers 0 \
    drt-initial-drc-count 926 \
    cp_num_buf_inv 3 \
    p_seq_share_pct 0 \
    cp_max_fo 20 \
    avgSynthCellArea_um2 6.69 \
    yosys_cells 953 \
    rows 45 \
    lay_top_count "nand2_1" \
    drc 0 \
    final_area_um2 6910 \
    place_area_um2 6910 \
    cp_data_arrival_time_ns 7.45 \
    leakage_nw 2.61 \
    warning_count 76 \
    fmax_mhz 105 \
    crit_chain "clkdlybuf4s50_1, inv_1, ha_1, nor2_1, a211oi_1, o22ai_1, nor4_1, o211ai_1, o32a_1, a211o_1, or4_4, nor3b_2, clkdlybuf4s50_1" \
    comb_area_um2 5780 \
    p_sw_share_pct 62.6 \
    fillCellCount 1653 \
    place.port_buffers 56 \
    ctsResizeCount 0 \
    slew_viol_final 0 \
    synthesis.instances 953 \
    setup.worst_path.start_class "primary input" \
    grt_max_degree 56 \
    area_growth_pct 8.42 \
    clock_power_share_pct 0 \
    layout-drive-gt1-share_pct 4.86 \
    comb_power_share_pct 100.0 \
    critPathCaptureType "output port" \
    viasPerCell 6.90 \
    antenna_cells 0 \
    ys_warn_count 1 \
    yosysUniqueCellTypes 86 \
    worstMarginPinSlew_ns 0.790 \
    power_density_nw_per_um2 53.4 \
    hp-class "in -> out" \
    min_period_over_period_pct 91.6 \
    dr.pass1.iters 6 \
    ant_nets 0 \
    setup_viol 0 \
    ys_chip_area_um2 6370 \
    antenna_found_initial 0 \
    nClkBuffers 0 \
    io_pins 56 \
    fp_util_pct 41.5 \
    vdd_drop_max_mv 0.0219 \
]
[through the flow]
| step | total power, mW | util (%) | worst slack [ns] | hold slack [ns] | std cells |
|---|---|---|---|---|---|
| CTS | 0.358 | 44.9 | 1.11 | 5.30 | 1158 |
| floorplan | 0.228 | - | 3.01 | 4.26 | 953 |
| global placement | 0.361 | 44.9 | 1.14 | 5.32 | 1158 |
| global route | 0.395 | 44.9 | 0.739 | 5.36 | 1158 |
| detailed placement | 0.356 | 44.9 | 1.13 | 5.30 | 1158 |
| finish | 0.369 | 44.9 | 0.873 | 5.32 | 1158 |
[per-layer routing]
layer / global-route usage, % / vias up / part of all wire [%]
li1: - / 3626 / -
met1: 54.4 / 3736 / 41
met2: 57.4 / 551 / 42
met3: 8.72 / 78 / 12
met4: 12.9 / 0 / 4.0
met5: 0 / - / 0
[power groups by stage]
stage	clock (mW)	combinational [mW]	sequential [mW]
final	0	0.369	0
after global routing	0	0.395	0
after CTS	0	0.358	0
[area by class of cell]
type	count	share of cell area (%)
repair buffers	73	9.67
multi-input cells	821	83.6
well taps	211	3.82
inverters	53	2.88
[final timing paths]
check,slack [ns],cells after the start,endpoint,startpoint
worst max-delay path,0.87,13,condCodes[3],inA[4]
worst min-delay path,5.32,5,out[3],inA[3]
[cells by family (layout without fill, tap and decap cells)]
group | count (synthesis) | count (layout) | synth area share, %
simple gates | 350 | 350 | 29.1
compound gates | 337 | 337 | 37.2
buf+inv | 132 | 126 | 9.50
fa+ha+maj | 83 | 83 | 16.8
xor+xnor | 35 | 35 | 4.81
mux | 16 | 16 | 2.59
[cells in the mapped netlist, drive strengths merged (10+ instances only)]
cell type | count | area, um^2
o22ai | 18 | 113
a211oi | 12 | 90.1
o21ai | 38 | 190
nand3 | 33 | 165
ha | 79 | 988
xnor2 | 31 | 272
nand2b | 10 | 62.6
and3 | 12 | 75.1
o31ai | 11 | 82.6
o211ai | 27 | 203
a22oi | 11 | 82.6
clkbuf | 35 | 133
nor2 | 64 | 240
a31oi | 21 | 131
nand4 | 16 | 100
mux2i | 12 | 120
inv | 52 | 195
nor2b | 13 | 81.3
a21o | 17 | 128
a21oi | 79 | 399
nor4 | 20 | 140
buf | 44 | 274
o221ai | 10 | 87.6
a221oi | 11 | 103
nand2 | 83 | 317
nor3 | 38 | 190
Power figures rest on the tool's default switching activity, not on a simulated workload.
